<file path="flow/config.mk">
export PLATFORM = sky130hd
export DESIGN_NAME = wb_async_reg
export DESIGN_NICKNAME = wb_async_reg
export VERILOG_FILES = /design/flow/design.v
export SDC_FILE = /design/flow/constraint.sdc
export NUM_CORES = 4
export LEC_CHECK = 1
export CORE_UTILIZATION = 50
</file>
<file path="flow/design.v">
`timescale 1ns / 1ps
module wb_async_reg #
(
    parameter DATA_WIDTH = 32,                   
    parameter ADDR_WIDTH = 32,                   
    parameter SELECT_WIDTH = (DATA_WIDTH/8)      
)
(
    input  wire                    wbm_clk,
    input  wire                    wbm_rst,
    input  wire [ADDR_WIDTH-1:0]   wbm_adr_i,    
    input  wire [DATA_WIDTH-1:0]   wbm_dat_i,    
    output wire [DATA_WIDTH-1:0]   wbm_dat_o,    
    input  wire                    wbm_we_i,     
    input  wire [SELECT_WIDTH-1:0] wbm_sel_i,    
    input  wire                    wbm_stb_i,    
    output wire                    wbm_ack_o,    
    output wire                    wbm_err_o,    
    output wire                    wbm_rty_o,    
    input  wire                    wbm_cyc_i,    
    input  wire                    wbs_clk,
    input  wire                    wbs_rst,
    output wire [ADDR_WIDTH-1:0]   wbs_adr_o,    
    input  wire [DATA_WIDTH-1:0]   wbs_dat_i,    
    output wire [DATA_WIDTH-1:0]   wbs_dat_o,    
    output wire                    wbs_we_o,     
    output wire [SELECT_WIDTH-1:0] wbs_sel_o,    
    output wire                    wbs_stb_o,    
    input  wire                    wbs_ack_i,    
    input  wire                    wbs_err_i,    
    input  wire                    wbs_rty_i,    
    output wire                    wbs_cyc_o     
);
reg [ADDR_WIDTH-1:0] wbm_adr_i_reg = 0;
reg [DATA_WIDTH-1:0] wbm_dat_i_reg = 0;
reg [DATA_WIDTH-1:0] wbm_dat_o_reg = 0;
reg wbm_we_i_reg = 0;
reg [SELECT_WIDTH-1:0] wbm_sel_i_reg = 0;
reg wbm_stb_i_reg = 0;
reg wbm_ack_o_reg = 0;
reg wbm_err_o_reg = 0;
reg wbm_rty_o_reg = 0;
reg wbm_cyc_i_reg = 0;
reg wbm_done_sync1 = 0;
reg wbm_done_sync2 = 0;
reg wbm_done_sync3 = 0;
reg [ADDR_WIDTH-1:0] wbs_adr_o_reg = 0;
reg [DATA_WIDTH-1:0] wbs_dat_i_reg = 0;
reg [DATA_WIDTH-1:0] wbs_dat_o_reg = 0;
reg wbs_we_o_reg = 0;
reg [SELECT_WIDTH-1:0] wbs_sel_o_reg = 0;
reg wbs_stb_o_reg = 0;
reg wbs_ack_i_reg = 0;
reg wbs_err_i_reg = 0;
reg wbs_rty_i_reg = 0;
reg wbs_cyc_o_reg = 0;
reg wbs_cyc_o_sync1 = 0;
reg wbs_cyc_o_sync2 = 0;
reg wbs_cyc_o_sync3 = 0;
reg wbs_stb_o_sync1 = 0;
reg wbs_stb_o_sync2 = 0;
reg wbs_stb_o_sync3 = 0;
reg wbs_done_reg = 0;
assign wbm_dat_o = wbm_dat_o_reg;
assign wbm_ack_o = wbm_ack_o_reg;
assign wbm_err_o = wbm_err_o_reg;
assign wbm_rty_o = wbm_rty_o_reg;
assign wbs_adr_o = wbs_adr_o_reg;
assign wbs_dat_o = wbs_dat_o_reg;
assign wbs_we_o = wbs_we_o_reg;
assign wbs_sel_o = wbs_sel_o_reg;
assign wbs_stb_o = wbs_stb_o_reg;
assign wbs_cyc_o = wbs_cyc_o_reg;
always @(posedge wbm_clk) begin
    if (wbm_rst) begin
        wbm_adr_i_reg <= 0;
        wbm_dat_i_reg <= 0;
        wbm_dat_o_reg <= 0;
        wbm_we_i_reg <= 0;
        wbm_sel_i_reg <= 0;
        wbm_stb_i_reg <= 0;
        wbm_ack_o_reg <= 0;
        wbm_err_o_reg <= 0;
        wbm_rty_o_reg <= 0;
        wbm_cyc_i_reg <= 0;
    end else begin
        if (wbm_cyc_i_reg & wbm_stb_i_reg) begin
            if (wbm_done_sync2 & ~wbm_done_sync3) begin
                wbm_dat_o_reg <= wbs_dat_i_reg;
                wbm_ack_o_reg <= wbs_ack_i_reg;
                wbm_err_o_reg <= wbs_err_i_reg;
                wbm_rty_o_reg <= wbs_rty_i_reg;
                wbm_we_i_reg <= 0;
                wbm_stb_i_reg <= 0;
            end
        end else begin
            wbm_adr_i_reg <= wbm_adr_i;
            wbm_dat_i_reg <= wbm_dat_i;
            wbm_dat_o_reg <= 0;
            wbm_we_i_reg <= wbm_we_i & ~(wbm_ack_o | wbm_err_o | wbm_rty_o);
            wbm_sel_i_reg <= wbm_sel_i;
            wbm_stb_i_reg <= wbm_stb_i & ~(wbm_ack_o | wbm_err_o | wbm_rty_o);
            wbm_ack_o_reg <= 0;
            wbm_err_o_reg <= 0;
            wbm_rty_o_reg <= 0;
            wbm_cyc_i_reg <= wbm_cyc_i;
        end
    end
    wbm_done_sync1 <= wbs_done_reg;
    wbm_done_sync2 <= wbm_done_sync1;
    wbm_done_sync3 <= wbm_done_sync2;
end
always @(posedge wbs_clk) begin
    if (wbs_rst) begin
        wbs_adr_o_reg <= 0;
        wbs_dat_i_reg <= 0;
        wbs_dat_o_reg <= 0;
        wbs_we_o_reg <= 0;
        wbs_sel_o_reg <= 0;
        wbs_stb_o_reg <= 0;
        wbs_ack_i_reg <= 0;
        wbs_err_i_reg <= 0;
        wbs_rty_i_reg <= 0;
        wbs_cyc_o_reg <= 0;
        wbs_done_reg <= 0;
    end else begin
        if (wbs_ack_i | wbs_err_i | wbs_rty_i) begin
            wbs_dat_i_reg <= wbs_dat_i;
            wbs_ack_i_reg <= wbs_ack_i;
            wbs_err_i_reg <= wbs_err_i;
            wbs_rty_i_reg <= wbs_rty_i;
            wbs_we_o_reg <= 0;
            wbs_stb_o_reg <= 0;
            wbs_done_reg <= 1;
        end else if (wbs_stb_o_sync2 & ~wbs_stb_o_sync3) begin
            wbs_adr_o_reg <= wbm_adr_i_reg;
            wbs_dat_i_reg <= 0;
            wbs_dat_o_reg <= wbm_dat_i_reg;
            wbs_we_o_reg <= wbm_we_i_reg;
            wbs_sel_o_reg <= wbm_sel_i_reg;
            wbs_stb_o_reg <= wbm_stb_i_reg;
            wbs_ack_i_reg <= 0;
            wbs_err_i_reg <= 0;
            wbs_rty_i_reg <= 0;
            wbs_cyc_o_reg <= wbm_cyc_i_reg;
            wbs_done_reg <= 0;
        end else if (~wbs_cyc_o_sync2 & wbs_cyc_o_sync3) begin
            wbs_adr_o_reg <= 0;
            wbs_dat_i_reg <= 0;
            wbs_dat_o_reg <= 0;
            wbs_we_o_reg <= 0;
            wbs_sel_o_reg <= 0;
            wbs_stb_o_reg <= 0;
            wbs_ack_i_reg <= 0;
            wbs_err_i_reg <= 0;
            wbs_rty_i_reg <= 0;
            wbs_cyc_o_reg <= 0;
            wbs_done_reg <= 0;
        end
    end
    wbs_cyc_o_sync1 <= wbm_cyc_i_reg;
    wbs_cyc_o_sync2 <= wbs_cyc_o_sync1;
    wbs_cyc_o_sync3 <= wbs_cyc_o_sync2;
    wbs_stb_o_sync1 <= wbm_stb_i_reg;
    wbs_stb_o_sync2 <= wbs_stb_o_sync1;
    wbs_stb_o_sync3 <= wbs_stb_o_sync2;
end
endmodule
</file>
<file path="flow/run.sh">
#!/bin/bash
# OpenROAD 26Q1-2900-gdf79404cd8, Yosys 0.63+post, stock flow scripts
make -C /OpenROAD-flow-scripts/flow DESIGN_CONFIG=/design/flow/config.mk WORK_HOME=/design/flow/orfs finish
</file>
<file path="flow/constraint.sdc">
current_design wb_async_reg

set clk_period 4.2
set clk_io_pct 0.2

create_clock -name clk0 -period $clk_period [get_ports {wbm_clk}]
create_clock -name clk1 -period $clk_period [get_ports {wbs_clk}]

set non_clock_inputs [all_inputs -no_clocks]
set_input_delay [expr $clk_period * $clk_io_pct] -clock clk0 $non_clock_inputs
set_output_delay [expr $clk_period * $clk_io_pct] -clock clk0 [all_outputs]
</file>
==> summary.txt <==
The run has ended; figures from its reports follow.

After its last routability iteration, the placer logged a weighted congestion of slightly below 0.9. The total of warnings raised by yosys came out at 1. The design draws between 4 and 5 mW. The most repeated library cell on the critical path is buf_4. The chip area line of the yosys report came out at 7430 um^2. Setup repair after global routing left no endpoint under its margin.

The count of pins over their slew limit came out at 0. The layout summary lists the proportion of cells stronger than drive strength 1 as 0.0645. The script computed a power per unit cell area of about 460 nW/um^2. Summing over every cut layer, the via total after detailed routing is around 6500. The post-cts sizing count came out at 0. The first-pass GRT wire length came out at approximately 30 mm.

Looking at the max-slew report, the worst-margin pin has a slew of 0.796 ns. The run finished with clean final reports. The proportion of synthesized chip area in sequential cells is 0.598. By area the synthesized netlist is led by dfxtp_1, nand2_1, a32o_1, a21oi_1, clkbuf_1. The longest individual stage delay on the worst path is roughly 0.74 ns.

For reference, the critical path cell chain is clkdlybuf4s50_1 > buf_4 > nor3_4 > buf_4 > a32o_1. The post-detailed-placement half-perimeter wirelength is 11.8 mm. The post-CTS setup repair buffer count is 0. Summed over all instances, the cell type with the most area after synthesis is dfxtp_1.

The script logs the mean routed wire length per placed instance as 16.3 um. TritonCTS built the clock tree. The pin count of the biggest net entering global routing is approximately 70. Synthesis produced a netlist whose cell count is 808.

The overall global routing resource usage is 0.266. The area fraction of the largest cell type after synthesis is 0.598. The most common logic cell in the final layout is nand2_1. The run reported a max-capacitance violation count of 0. The tally of buffers added on design ports is between 200 and 250.

The floorplan step set the die width to around 120 um. The most common logic cells in the final layout are nand2_1, dfxtp_1, clkdlybuf4s50_1. The type recorded for the worst min-delay path is register to register. The via count of the first global-routing pass is 6020. The share of the core area taken by cells at floorplan is 0.511. The DRC violation count after routing came out at 0. The sum of negative setup slack came out at 0 ns. The maximum fanout count along the critical path is 71.

The total overflow reported by the global router is 0. After floorplanning, the die was sized to cover 15400 um^2. For reference, the final report shows the hold violation count at 0. The number of warnings in the stage logs is 27.

The clock transition time at the flip-flop clock pins of the worst setup and hold paths is ~0.07 ns. The leakage power came out at 3.93 nW. The synthesized cell area is 7430 um^2. Antenna repair during routing inserted a diode count of 0.

The final routed wirelength across all metal layers is 19.4 mm. The type of element launching the critical path is an input port. The maximum resistive drop on vdd came out at 0.309 mV. STA classifies the critical path endpoint as a register.

The number of placed I/O pins is approximately 220. The number of placement rows is 44. The y dimension of the die came out at 124 um. The cell with the largest stage delay on the worst path is clkdlybuf4s50_1. Headroom to the max-slew limit came out at 0.470. The critical path in this run is classified as input port to register.

The remaining antenna violation count is 0. The arrival time at the worst endpoint is 3.04 ns. The area growth from synthesis to layout came out at 41.2%. The setup skew after layout came out at 0.00683 ns.

The mean number of vias per cell is roughly 5.5. The data required time of the worst path came out at 4.54 ns. The CTS sink count is 222. The detailed-router iteration count before antenna repair is 5. The end-of-flow timing check tallies setup violations at 0.

The per-instance average area after synthesis is 9.20 um^2. The initial antenna violation count came out at 0. Hold repair after CTS inserted 0 buffers. The core box area came out at 14500 um^2. The post-synthesis register bit count came out at 222. The number of different library cells used by synthesis comes to 20. The violation tally from detailed-route iteration zero is 481. For this design, Yosys synthesis ends with a cell count of 808.
## cells in the mapped netlist, drive strengths merged
cell,n
buf,20
nand3,4
and2,2
a32o,71
nand2b,4
or3,1
nand4,32
clkbuf,56
nor3,3
a41oi,3
nor2,9
nor2b,1
a21o,1
dfxtp,222
clkinv,1
a21oi,138
nand2,240
## area by class of cell
type,count,area [um^2]
Sequential cell,222,4440
Fill cell,1022,4040
Tap cell,184,230
Multi-Input combinational cell,509,2680
Clock inverter,10,135
Timing Repair Buffer,229,2250
Inverter,1,3.75
Clock buffer,36,748
## layer usage
| metal | vias to the layer above | global-route usage | share of wire |
|---|---|---|---|
| met2 | 239 | 0.381 | 0.44 |
| li1 | 3190 | - | - |
| met4 | 0 | 0.0513 | 0.021 |
| met5 | - | 0 | 0 |
| met3 | 28 | 0.0822 | 0.085 |
| met1 | 3063 | 0.420 | 0.45 |
## critical path: cells and delay by family
family,cells,cell delay [ns]
buf+inv,3,1.73
simple gates,1,0.18
compound gates,1,0.23
## power by group
part           switching (mW)  internal [mW]  total [mW]
Combinational           0.148          0.146       0.293
Sequential             0.0372           2.18        2.22
Clock                   0.851           1.42        2.27
Total                    1.04           3.75        4.79
## path summary, 6_finish.rpt
| path | slack [ns] | from | to | depth (start not counted) |
|---|---|---|---|---|
| worst min register to register | 0.33 | wbm_done_sync1$_DFF_P_ | wbm_done_sync2$_DFF_P_ | 0 |
| worst min-delay path | 0.33 | wbm_done_sync1$_DFF_P_ | wbm_done_sync2$_DFF_P_ | 0 |
| min in group clk1 | 0.33 | wbs_cyc_o_sync1$_DFF_P_ | wbs_cyc_o_sync2$_DFF_P_ | 0 |
| worst max register to register | 2.15 | wbm_stb_i_reg$_SDFFE_PP0P_ | wbm_dat_o_reg[2]$_SDFFE_PP0P_ | 5 |
| worst max-delay path | 1.50 | wbs_rst | wbs_dat_o_reg[3]$_SDFFE_PP0P_ | 5 |
| max in group clk0 | 2.10 | wbs_stb_o_reg$_SDFFE_PP0P_ | wbs_stb_o | 1 |
## cells by family after synthesis
family,Yosys count,synth area share
AOI/OAI and AO/OA,213,0.193
buffers and inverters,77,0.0438
DFF,222,0.598
and+or+nand+nor,296,0.165
## stage by stage
| stage | worst slack [ns] | hold slack, ns | util | instances | area [um^2] |
|---|---|---|---|---|---|
| 2_1_floorplan | 1.98 | 0.310 | - | 808 | 7430 |
| 3_3_place_gp | 1.18 | 0.312 | 0.661 | 1145 | 9610 |
| 3_5_place_dp | 1.13 | 0.315 | 0.661 | 1145 | 9610 |
| 4_1_cts | 1.53 | 0.328 | 0.722 | 1191 | 10500 |
| 5_1_grt | 1.38 | 0.336 | 0.722 | 1191 | 10500 |
| 6_report | 1.50 | 0.328 | 0.722 | 1191 | 10500 |
Power figures rest on the tool's default switching activity, not on a simulated workload.
